[design/flow/design.v]
module register_file
(
  input raw_clk,
  input [31:0] index,
  input write_enable,
  input [31:0] data_in,
  output [31:0] data_out,
);
reg [31:0] storage [31:0];
always @(posedge raw_clk) begin
  if (write_enable)
    storage[index] <= data_in;
  else
    data_out <= storage[index];
end
endmodule
[design/flow/run.sh]
#!/bin/bash
# OpenROAD 26Q1-2900-gdf79404cd8, Yosys 0.63+post, stock flow scripts
make -C /OpenROAD-flow-scripts/flow DESIGN_CONFIG=/design/flow/config.mk WORK_HOME=/design/flow/orfs finish
[design/flow/config.mk]
export PLATFORM = sky130hd
export DESIGN_NAME = register_file
export DESIGN_NICKNAME = register_file
export VERILOG_FILES = /design/flow/design.v
export SDC_FILE = /design/flow/constraint.sdc
export NUM_CORES = 4
export LEC_CHECK = 1
export CORE_UTILIZATION = 40
[design/flow/constraint.sdc]
current_design register_file

set clk_period 4.5
set clk_io_pct 0.2

create_clock -name clk0 -period $clk_period [get_ports {raw_clk}]

set non_clock_inputs [all_inputs -no_clocks]
set_input_delay [expr $clk_period * $clk_io_pct] -clock clk0 $non_clock_inputs
set_output_delay [expr $clk_period * $clk_io_pct] -clock clk0 [all_outputs]
==> highlights.md <==
- 2.233% — post-synthesis share of cell area spent on and, or, nand and nor gates
- edfxtp_1 (1056), mux2i_1 (512), o22ai_1 (255), buf_4 (111), clkbuf_16 (108) — most frequently placed logic cells in the final layout
- 20.14% — GRT Util Overall
- 14.27% — proportion of layout cells with a drive suffix above 1
- 79.14% — sequential element share of the synthesized area
- 16.07 nW — Leakage Power
- no — RSZ-0062 raised after global routing
- 51.48 mm — post-DP HPWL
- 3 — htree depth
- 0 — number of hold buffers added after cts
- 25.35 um — final routed wire length divided by cell count
- 70 — number of I/O port buffers
- in2reg — category of the critical setup timing path
- 0.02619 ns — setup skew after layout
- 318.5 um — Horiz. Die Dim
- 0% — parity-gate share of the synthesized area counting xor and xnor cells
- yes — TritonCTS clock tree
- 5.503 — per-cell via count in the routed design
- 4.86 ns — worst endpoint required time
- 16.79% — Area growth, synth to finish
- 3468 — placed cells
- 0 — count of final setup violators
- 0 — Remaining Overflow, GRT
- 34.72% — Max-slew headroom
- register — endpoint kind of the worst setup timing path
- 1056 — clock sinks
- multiplexers — Synth logic family
- edfxtp_1 — most used flip-flop cell
- 2108 — Syn Inst Count
- 0.2974 mV — peak ir drop on the vdd network
- 21500 — via count of the first global-routing pass
- 136.3 mm — wire length of the first global-routing pass
- 0 — max-capacitance violation count
- finished, final reports clean — result of the run
- 0% — adder share
- 3.210 ns — clock period minus worst slack
- 0 — hold violation total from the final report
- 0.7195 ns — final-layout worst hold slack
- 47.34% — core occupancy in the finished layout
- 0% — share of synthesized registers carrying an async set or reset
- 20200 — total via count after detailed routing
- 20.84 mW — post-layout power
- 24 — Unique masters post-synth
- 93.08 mm — Total Routed Length
- 101400 um^2 — Chip Footprint
- 0 — post-CTS sizing
- clkbuf_16 — cell chosen for the clock root
- 0.06 ns — post-CTS clock slew at the launch and capture registers of the worst setup and hold paths
- 3671 — post-layout instance count excluding filler cells
- 0.68 ns — insertion delay to the later sink of the worst-skew pair
- 98 — I/O pins
- 1056 — number of register bits inferred by synthesis
- 0.8569 — final weighted congestion in routability-driven placement
- 40070 um^2 — yosys stat area
- 0 — buffer count from post-CTS setup fixing
- 3.57 ns — crit path DAT
- input port — startpoint kind of the worst setup timing path
- 1139 — starting DRC count in detailed routing
- 2108 — # Cells Yosys
- 0 — remaining antenna violation count
- 0 — number of DRC violations after detailed routing
- 318.5 um — die boundary height
- 40070 um^2 — post-synthesis instance area
- 2 — yosys warning tally
- 7 — Pre-antenna DRT Iters
- 445.4 nW/um^2 — ratio of total power to cell area
- 4.013% — Compound-Gate Fraction of Synth Area
- 28 — crit path max fanout
- 115 — Core Rows
- 311.6 MHz — Fmax achieved
- 0 — antenna violations before repair
- 71.33% — Tcrit/Tclk final
- edfxtp_1 — most used logic cell in the final layout
- 19.01 um^2 — Avg Inst Size Synth
- 12.79% — area fraction in mux cells
- 1056 — number of flops mapped to enable cells by yosys
- 98850 um^2 — CORE AREA
- 3 — Max Root-Sink Buffers
- 53 — number of warnings in the stage logs
- 0.9761 ns — Worst Tran Pin Value
- reg2reg — worst hold path type
- 77 — pin count of the biggest net entering global routing
- 0 — max-slew violation total from the final report
- 40.53% — Initial Utilization
- 107 — clock buffer count from CTS
- 0 ns — TNS Setup
-- report_power, final --
| part | internal [mW] | switching, mW | leakage, nW |
|---|---|---|---|
| registers | 11.0 | 0.0355 | 9.55 |
| logic | 0.350 | 0.555 | 4.76 |
| clock network | 5.32 | 3.60 | 1.76 |
-- per-layer routing --
layer	up-vias	routed length, um	track usage (%)	share of wire, %
met3	149	15790	15.52	17
met2	1285	43180	29.48	46
met5	-	48	0.3310	0.052
met4	2	2204	4.047	2.4
met1	9759	31850	24.42	34
li1	9006	-	-	-
-- flip-flops by register name, summed over array words and instances, names as in the netlist --
signal and flops:
storage 1024, data_out 32
-- Yosys cell counts, types with 2 or more instances --
cell type  count  area (um^2)
nor3_1         4        20.02
nand3b_1       4        30.03
nor4_1        64        400.4
nand4b_1       4        35.03
or3b_1         2        17.52
or4b_1         2        20.02
mux2i_1      512         5125
buf_1          3        11.26
clkbuf_1      23        86.33
buf_6         19        214.0
nand3_1        2        10.01
buf_2         77        385.4
o22ai_1      255         1595
buf_4          4        30.03
or3_1          2        12.51
edfxtp_1    1056        31710
nand2_1       34        127.6
or4b_4         2        27.53
nor2_1        29        108.9
nand4bb_1      6        67.56
-- cells by family after synthesis --
group,Yosys count
simple gates,157
compound gates,256
buf+inv,127
flops,1056
mux,512
-- worst max-delay path, cell delays in order --
cell and delay (ns):
clkdlybuf4s50_1 0.69, buf_4 0.30, nand4bb_4 0.70, o22ai_1 0.15
nor4_1 0.62, nand2_1 0.19
-- stage by stage --
stage                     area, um^2  setup WS [ns]
after detailed placement       43200         0.5994
after CTS                      46790          1.299
after floorplan                40090         0.7947
final                          46800          1.290
after global routing           46790          1.160
after global placement         43200         0.6263
-- final timing paths --
check / from / endpoint / slack (ns) / cells after the start
worst max-delay path: index[3] / data_out[0]$_DFFE_PN_ / 1.29 / 6
worst min-delay path: storage[28][3]$_DFFE_PP_ / data_out[3]$_DFFE_PN_ / 0.72 / 4
worst max register to register: storage[18][0]$_DFFE_PP_ / data_out[0]$_DFFE_PN_ / 2.77 / 4
worst min register to register: storage[28][3]$_DFFE_PP_ / data_out[3]$_DFFE_PN_ / 0.72 / 4
-- area by class of cell --
cell class / count / area, um^2
Timing Repair Buffer: 199 / 1899
Antenna cell: 1 / 2.502
Fill cell: 7865 / 52050
Inverter: 1 / 3.754
Clock inverter: 80 / 835.8
Sequential cell: 1056 / 31710
Clock buffer: 122 / 2755
Multi-Input combinational cell: 925 / 7980
Tap cell: 1287 / 1610
Power and IR drop assume default switching activity.
