[/design/flow/run.sh]
#!/bin/bash
# OpenROAD 26Q1-2900-gdf79404cd8, Yosys 0.63+post, stock flow scripts
make -C /OpenROAD-flow-scripts/flow DESIGN_CONFIG=/design/flow/config.mk WORK_HOME=/design/flow/orfs finish
[/design/flow/config.mk]
export PLATFORM = sky130hd
export DESIGN_NAME = mandelbrot
export DESIGN_NICKNAME = mandelbrot
export VERILOG_FILES = /design/flow/design.v
export SDC_FILE = /design/flow/constraint.sdc
export NUM_CORES = 4
export LEC_CHECK = 1
export CORE_UTILIZATION = 50
[/design/flow/constraint.sdc]
current_design mandelbrot

set clk_period 14.6
set clk_io_pct 0.2

create_clock -name clk0 -period $clk_period [get_ports {raw_clk}]

set non_clock_inputs [all_inputs -no_clocks]
set_input_delay [expr $clk_period * $clk_io_pct] -clock clk0 $non_clock_inputs
set_output_delay [expr $clk_period * $clk_io_pct] -clock clk0 [all_outputs]
[/design/flow/design.v]
module mandelbrot
(
  input  raw_clk,
  input  start,
  input  [15:0] curr_r,
  input  [15:0] curr_i,
  output [3:0]  result,
  output busy
);
reg is_running = 0;
reg [1:0] state = 0;
reg signed [15:0] zr;
reg signed [15:0] zi;
reg signed [31:0] zr2;
reg signed [31:0] zi2;
reg signed [15:0] tr;
reg signed [31:0] ti;
reg [3:0] count;
assign result = count;
assign busy = is_running;
parameter STATE_IDLE         = 0;
parameter STATE_START        = 1;
parameter STATE_CHECK_SQUARE = 2;
parameter STATE_LAST         = 3;
always @(posedge raw_clk) begin
  case (state)
    STATE_IDLE:
      begin
        if (start) begin
          is_running <= 1;
          zr <= curr_r;
          zi <= curr_i;
          state <= STATE_START;
          count <= 15;
        end else begin
          is_running <= 0;
        end
      end
    STATE_START:
      begin
        zr2 <= (zr * zr) >> 10;
        zi2 <= (zi * zi) >> 10;
        state <= STATE_CHECK_SQUARE;
      end
    STATE_CHECK_SQUARE:
      begin
        if ((zr2[15:0] + zi2[15:0]) >= (4 << 10)) begin
          state <= STATE_IDLE;
        end else begin
          tr <= zr2[15:0] - zi2[15:0];
          ti <= (zr * zi) >> 9;
          state = STATE_LAST;
        end
      end
    STATE_LAST:
      begin
        if (count == 0) begin
          state <= STATE_IDLE;
        end else begin
          zr <= tr + curr_r;
          zi <= ti[15:0] + curr_i;
          state <= STATE_START;
          count <= count - 1;
        end
      end
  endcase
end
endmodule
==> impl_metrics.ini <==
; yosys + openroad results
[drt]
n_antenna_cell = 0
dr_total_vias = 18857
postRouteAntennaNets = 0
drc = 0
vias_per_cell = 5.04
finalWirelength_um = 60700
wl_per_cell_um = 16.2
first_pass_iters = 5
drt-initial-drc-count = 788

[grt]
grt-ovfl-total = 0
grt_use_total_pct = 25.3
grt_antenna_before_repair = 1
grt_pass1_wl_um = 104000
grt_max_degree = 55
grt_pass1_vias = 20205

[synth]
synth.distinct_cells = 60
ys_warn_count = 1
syn_inst = 3003
avgSynthCellArea_um2 = 9.30
largest_area_cell = fa_1
yosys_area_um2 = 27900
top_cell_area_share_pct = 40.9
common_cells = inv_1, fa_1, nand2_1, ha_1, and2_1
top_cells_by_area = fa_1, ha_1, inv_1
synth_area_um2 = 27900
synthArstFlopShare_pct = 0
synth_seq_share_pct = 11.1
yosysCellCount = 3003
synth_flops = 103
ys.flop_type = edfxtp_1
most_common_cell = inv_1
synth-edff-count = 103

[clock_tree]
cts_tree = built
cts.clk_slew.worst_paths_ns = 0.08
cts_buffer_depth = 2
hold_buffers = 0
root_buffer = clkbuf_16
cts-resized-gates = 0
h-tree-depth = 3
clock_sinks = 103
clkLatencyLatePin_ns = 0.38
cts_buffers = 9
postCtsSetupRepairBufs = 0

[worst_setup_path]
criticalPathCategory = reg -> reg
cp.required_ns = 14.73
crit_arrival_ns = 7.04
worstSetupStartpointType = flip-flop
cp_max_fo = 17
end_kind = flip-flop

[timing]
clock.fmax_ghz = 0.145
worst_pin_slew_ns = 0.829
hold_slack_ns = 0.620
final.setup.tns_ns = 0
period_minus_slack_ns = 6.91
finalClockSkew_ns = 0.00919
period_used_pct = 47.3
rsz0062_at_grt = false
hold_viol = 0
drv_slew = 0
relSlewSlack_pct = 44.4
setup_viol = 0

[floorplanning]
die_h_um = 238
fp_util_pct = 50.7
die_x_um = 238
ios = 39
core_um2 = 55100
core.rowCount = 86
dieArea_um2 = 56800

[finish]
area_growth_pct = 5.45
layout-drive-gt1-share_pct = 2.78

[placement]
place.gp.congestion = 0.891
io_buffers = 38
hpwl_um = 48100

[status]
outcome = finished clean

[flow_run]
max_cap_violations = 0
warning_count = 46

[worst_hold_path]
min_path_type = reg -> reg
==> metal layers <==
metal / GRT usage [%] / routed length (um) / up-vias
met5: 0 / 13 / -
met4: 4.58 / 1460 / 2
met3: 11.6 / 6720 / 58
met2: 36.0 / 27100 / 611
met1: 38.7 / 25400 / 9307
li1: - / - / 8879
==> layout by cell type, fill, tap and decap left out, types with 5 or more instances in the layout <==
cell type,Yosys,final
inv_1,860,860
fa_1,571,571
nand2_1,303,303
ha_1,285,285
and2_1,182,182
xnor2_1,103,103
edfxtp_1,103,103
nor2_1,103,102
o21ai_0,55,55
a21oi_1,44,44
clkdlybuf4s50_1,0,38
buf_4,0,36
xor2_1,33,33
nor3_1,26,26
a21o_1,22,22
and3_1,22,22
nand3_1,16,16
nand2b_1,14,14
or3_1,13,13
a31oi_1,12,12
nor2b_1,12,12
a211oi_1,12,12
o31ai_1,10,10
a31o_2,9,9
clkbuf_16,0,9
o21a_1,8,8
nand4_1,7,7
o211ai_1,6,6
o21bai_1,5,5
or2_2,5,5
a211o_1,5,5
==> cell families after synthesis <==
family,Yosys count,share of synthesized area [%]
buffers and inverters,964,13.0
flip-flops,103,11.1
adder cells (fa/ha/maj),856,53.7
multiplexers,4,0.161
AND-OR/OR-AND,222,5.51
XOR/XNOR,136,4.27
AND/OR/NAND/NOR,718,12.3
==> final cells by class <==
class,instances,area [um^2]
fillers,4907,25600
repair buffers,74,651
multi-input cells,1936,21200
clock inverters,6,91.3
flip-flops and latches,103,3090
clock buffers,10,229
well taps,748,936
inverters,861,3230
==> path summary, 6_finish.rpt <==
path	startpoint	end	slack (ns)	cells past startpoint
setup / recovery	zi[15]	ti[15]	7.69	17
hold / removal	count[0]	count[0]	0.62	1
setup reg to reg	zi[15]	ti[15]	7.69	17
hold reg to reg	count[0]	count[0]	0.62	1
==> worst max-delay path, cell delays in order, from the launching register on <==
cell and delay, ns:
edfxtp_1 0.85, inv_1 0.61, nor2_1 0.27, fa_1 0.45, fa_1 0.51, fa_1 0.43, fa_1 0.48, fa_1 0.49
inv_1 0.05, fa_1 0.47, inv_1 0.04, ha_1 0.31, and3_1 0.22, a221o_1 0.37, a221oi_4 0.41, o21ai_2 0.17
a221o_1 0.37, xnor2_1 0.14
==> state kept, by name, summed over array words and instances (netlist names), 2 cells and up <==
name / flops
zi2: 16
zr: 16
ti: 16
tr: 16
count: 4
zi: 16
state: 2
zr2: 16
==> through the flow <==
stage	cells	worst slack, ns	instance area (um^2)	util, %
floorplan	3003	8.45	27900	-
global placement	3722	7.80	29100	52.9
detailed placement	3722	7.72	29100	52.9
CTS	3738	7.69	29500	53.5
global route	3738	7.43	29500	53.5
finish	3738	7.69	29500	53.5
